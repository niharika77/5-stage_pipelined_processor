==> flow/design.v <==
module data_memory(
                  input [15:0] address,
                  input [15:0] write_data,
                  input mem_read,
                  input mem_write,
                  input clk,
                  output reg [15:0] read_data
                   );
    reg [15:0] mem [127:0];     
    integer i;
    always @(*)
     begin
     if (mem_read == 1'b1) 
      read_data = mem[address];
     end
    always @(posedge clk)
     begin
      if(mem_write)
       begin
        mem[address] <= write_data;
       end
     end   
endmodule
==> flow/run.sh <==
#!/bin/bash
# OpenROAD 26Q1-2900-gdf79404cd8, Yosys 0.63+post, stock flow scripts
make -C /OpenROAD-flow-scripts/flow DESIGN_CONFIG=/design/flow/config.mk WORK_HOME=/design/flow/orfs finish
==> flow/config.mk <==
export PLATFORM = sky130hd
export DESIGN_NAME = data_memory
export DESIGN_NICKNAME = data_memory
export VERILOG_FILES = /design/flow/design.v
export SDC_FILE = /design/flow/constraint.sdc
export NUM_CORES = 4
export LEC_CHECK = 1
export CORE_UTILIZATION = 50
==> flow/constraint.sdc <==
current_design data_memory

set clk_period 28.4
set clk_io_pct 0.2

create_clock -name clk0 -period $clk_period [get_ports {clk}]

set non_clock_inputs [all_inputs -no_clocks]
set_input_delay [expr $clk_period * $clk_io_pct] -clock clk0 $non_clock_inputs
set_output_delay [expr $clk_period * $clk_io_pct] -clock clk0 [all_outputs]
==> flow_summary.ini <==
; physical design summary
[run_status]
outcome = completed

[drt]
ant_nets = 0
wl_per_cell_um = 39.0
drc = 0
vias = 47400
routed_wl_um = 273000
first_iter_violations = 3944
drt_pass1_iterations = 8
viasPerCell = 6.76

[clock_network]
clkSlewWorstSetupHoldPaths_ps = 60
clk_path_buf_depth = 3
cts_max_level = 4
cts_tree = done
postCtsHoldBufs = 0
cts_setup_buffers = 0
cts_resized = 0
cts_buffers = 202
cts_root_buffer = clkbuf_16

[floorplanning]
chip_area_sq_mm = 0.159
die_w_um = 399
rows = 145
floorplan.initialDensity = 0.504
ios = 51
core_area_sq_mm = 0.156
die-height_um = 399

[worst_setup_path]
slowest_stage = and3b_4
end_kind = flop
required_ps = 28950
cp-endpoint = mem[27][10]$_DFFE_PP_
crit_arrival_ps = 10050
crit_buf_inv = 5
startpoint = address[0]
crit_chain = buf_8 > buf_4 > buf_12 > and3b_4 > nand2_1 > buf_4 > nor2_1 > buf_4
path_max_fanout = 110
crit_family = buffers and inverters
worst_setup_path_start_kind = input port
critical_path_class = input port to flop
crit_path_max_incr_delay_ps = 830
cp_common_cell = buf_4
crit_cells = 8

[placement]
dpl.hpwl_um = 171000
numPortBuffers = 41
gp_congestion = 1.07

[min_path]
holdCritPathClass = input port to flop
holdPathStages = 1

[synthesis]
ys_types = 69
syn_avg_cell_area_sq_um = 17.0
yosys_area_sq_mm = 0.0788
synth_flops = 2064
synth-edff-count = 2048
async_reset_ff_frac = 0
syn_inst = 4623
synthesis.area_sq_mm = 0.0788
synth_top_flop_cell = edfxtp_1
ys_cells = 4623
ys_warn_count = 1

[timing]
rsz0062_at_grt = false
unclocked_pins = 16
finalSetupViolCount = 0
post-route-period-util = 0.334
untimed_endpoints = 32
setup_tns_ps = 0
slew_headroom = 0.0573
layout_min_cycle_time_ps = 9490
maxSlewViolCount = 0
worst_slew_pin_slew_ps = 1380
hold_viol = 0
fmax_ghz = 0.105

[pwr]
leakagePower_nw = 27.8
pwr-share-comb = 0.066
seqPwrFrac = 0.517
intPower_mw = 4.98
cellPowerDensity_mw_per_mm2 = 72.5
power.clock.fraction = 0.417
power.switching_mw = 1.48
p_sw_frac = 0.229
ir_drop_mv = 0.0666
finalPower_mw = 6.46

[flow_run]
timing.max_cap.violations = 0
tool_warnings = 41

[global_routing]
met1_usage = 0.484
grt.met3_usage = 0.321
first_global_vias = 49800
gr-total-overflow = 0
grt_max_degree = 111
antenna_found_initial = 13
top_usage_layer = met2
grt_use_total = 0.391
use_met2 = 0.517
grt_pass1_wl_um = 381000

[layout]
fillCellCount = 11700
logic_area_sq_mm = 0.0156
most-common-layout-cells = 2048 x edfxtp_1, 479 x a221oi_1, 308 x nor2_1, 286 x buf_4, 226 x a21oi_1
drive_gt1_frac = 0.165
lay_top_count = edfxtp_1
seq_area_sq_mm = 0.0617
syn_to_final_growth_pct = 13.1
[cell usage after synthesis, types with 5 or more instances]
| cell type | count | share of area |
|---|---|---|
| edfxtp_1 | 2048 | 0.78 |
| a221oi_1 | 479 | 0.053 |
| nor2_1 | 350 | 0.017 |
| a21oi_1 | 226 | 0.014 |
| a22oi_1 | 177 | 0.017 |
| clkbuf_1 | 156 | 0.0074 |
| o21ai_0 | 149 | 0.0095 |
| mux2_2 | 145 | 0.021 |
| buf_2 | 144 | 0.0091 |
| nand2_1 | 124 | 0.0059 |
| mux2i_1 | 80 | 0.010 |
| o22ai_1 | 65 | 0.0052 |
| buf_1 | 53 | 0.0025 |
| o221ai_1 | 42 | 0.0047 |
| a221o_1 | 37 | 0.0047 |
| nor3_1 | 36 | 0.0023 |
| mux4_2 | 22 | 0.0063 |
| a222oi_1 | 21 | 0.0027 |
| nor2b_1 | 19 | 0.0015 |
| o211ai_1 | 17 | 0.0016 |
| dlxtp_1 | 16 | 0.0030 |
| nand3_1 | 16 | 0.0010 |
| o22a_1 | 14 | 0.0016 |
| a211oi_1 | 12 | 0.0011 |
| nand4_1 | 12 | 0.00095 |
| buf_4 | 11 | 0.0010 |
| a2111oi_0 | 10 | 0.0011 |
| o311ai_0 | 10 | 0.0011 |
| o31ai_1 | 10 | 0.00095 |
| a31oi_1 | 9 | 0.00071 |
| nor4_1 | 8 | 0.00064 |
| a22o_1 | 7 | 0.00078 |
| nand2b_1 | 7 | 0.00056 |
| and2_1 | 6 | 0.00048 |
| o32ai_1 | 6 | 0.00067 |
| or3_1 | 6 | 0.00048 |
| a311oi_1 | 5 | 0.00056 |
| o2111ai_1 | 5 | 0.00056 |
[power by group through the flow]
stage	combinational, mW	clock, mW	sequential, mW
4_1_cts	0.410	2.71	3.34
6_report	0.425	2.69	3.34
5_1_grt	0.436	2.83	3.34
[final cells by class]
type,count,area share
clock inverter,132,0.0155
antenna,8,0.000225
clock buffer,245,0.0590
multi-input combinational,2187,0.175
tap,2058,0.0289
sequential,2064,0.693
timing repair buffer,315,0.0279
inverter,6,0.000393
[per-stage QoR]
stage	hold WS [ps]	std cells	setup WS (ps)	area (sq um)	util
floorplan	5780	4623	19940	78800	-
detailed placement	6120	6630	18090	82500	0.527
CTS	5220	7007	18980	89100	0.570
finish	5240	7015	18910	89100	0.570
global route	5240	7009	18820	89100	0.570
global placement	6120	6630	18150	82500	0.527
[cells by family after synthesis]
logic type	share of synthesized area
simple gates	0.0325
mux	0.0377
flops	0.781
compound gates	0.125
buf+inv	0.0207
latches	0.00305
[state kept, by name (all words and copies together), names as in the netlist]
| register | cells |
|---|---|
| read_data | 16 |
| mem | 2048 |
[metal layers]
| layer | wire length, um | share of wire |
|---|---|---|
| met2 | 119000 | 0.44 |
| met3 | 53400 | 0.20 |
| met5 | 1420 | 0.0052 |
| met4 | 15400 | 0.056 |
| met1 | 83900 | 0.31 |
[worst min path at each step]
| stage | startpoint | end |
|---|---|---|
| finish | write_data[11] | mem[33][11]$_DFFE_PP_ |
| global route | write_data[11] | mem[32][11]$_DFFE_PP_ |
| CTS | write_data[11] | mem[33][11]$_DFFE_PP_ |
No activity file was given, so power comes from the tool's default toggle rates.
