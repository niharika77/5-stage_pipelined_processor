--- /design/flow/config.mk ---
export PLATFORM = sky130hd
export DESIGN_NAME = instruction_mem
export DESIGN_NICKNAME = instruction_mem
export VERILOG_FILES = /design/flow/design.v
export SDC_FILE = /design/flow/constraint.sdc
export NUM_CORES = 4
export LEC_CHECK = 1
export CORE_UTILIZATION = 30
--- /design/flow/constraint.sdc ---
current_design instruction_mem

set clk_period 4.3
set clk_io_pct 0.2

create_clock -name clk0 -period $clk_period

set non_clock_inputs [all_inputs -no_clocks]
set_input_delay [expr $clk_period * $clk_io_pct] -clock clk0 $non_clock_inputs
set_output_delay [expr $clk_period * $clk_io_pct] -clock clk0 [all_outputs]
--- /design/flow/design.v ---
module instruction_mem(
                    input [15:0] address, 
                    input clk,
                    input [1:0] test,
                    output [15:0] instruction
                    );
reg [15:0] code_mem [127:0];
always @(*)
	begin 
	if (test == 2'b00)
	 begin
          code_mem[0] = 16'b0010000000000000;
          code_mem[1] = 16'b0100011000000011;
          code_mem[2] = 16'b0010000100000001;
          code_mem[3] = 16'b0100011000001011;
          code_mem[4] = 16'b0001100000001010;
          code_mem[5] = 16'b0100011000010011;
          code_mem[6] = 16'b0001100001010000;
          code_mem[7] = 16'b0100011000000011;
          code_mem[8] = 16'b0001100000010001;
          code_mem[9] = 16'b0100011000001011;
          code_mem[10] = 16'b1110011111111001;
          code_mem[11] = 16'b1011111100000000;
      end
    if(test == 2'b01)
     begin
           code_mem[0] = 16'b0010000000000110;
           code_mem[1] = 16'b0010000100000010;
           code_mem[2] = 16'b0010001000000001;
           code_mem[3] = 16'b0010001100000000;
           code_mem[4] = 16'b0100001010011010;
           code_mem[5] = 16'b1101000000010010;
           code_mem[6] = 16'b1011111100000000;
           code_mem[7] = 16'b0100001010001000;
           code_mem[8] = 16'b1101101100000111;
           code_mem[9] = 16'b1011111100000000;
           code_mem[10] = 16'b0100001010011001;
           code_mem[11] = 16'b1101000100001001;
           code_mem[12] = 16'b1011111100000000;
           code_mem[13] = 16'b0010001000000000;
           code_mem[14] = 16'b1110011111110101;
           code_mem[15] = 16'b1011111100000000;
           code_mem[16] = 16'b0100011000000100;
           code_mem[17] = 16'b0100011000001000;
           code_mem[18] = 16'b0100011000100001;
           code_mem[19] = 16'b1110011111110000;
           code_mem[20] = 16'b1011111100000000;
           code_mem[21] = 16'b0001101001000000;
           code_mem[22] = 16'b1110011111101101;
           code_mem[23] = 16'b1011111100000000;
           code_mem[24] = 16'b0100011000000101;
           code_mem[25] = 16'b1110000000000001;
           code_mem[26] = 16'b1011111100000000;
           code_mem[27] = 16'b1011111100000000;
       end
   if (test == 2'b10)
     begin    
            code_mem[0] = 16'b0010011000001001;
            code_mem[1] = 16'b0010001000000000;
            code_mem[2] = 16'b0100001010010110;
            code_mem[3] = 16'b1101101100000101;
            code_mem[4] = 16'b1011111100000000;
            code_mem[5] = 16'b0110000000110110;
            code_mem[6] = 16'b0001111001110110;
            code_mem[7] = 16'b1110011111111010;
            code_mem[8] = 16'b1011111100000000;
            code_mem[9] = 16'b0010000000001001;
            code_mem[10] = 16'b0010000100000000;
            code_mem[11] = 16'b0010001000000000;
            code_mem[12] = 16'b0100001010010000;
            code_mem[13] = 16'b1101101100000111;
            code_mem[14] = 16'b1011111100000000;
            code_mem[15] = 16'b0110100000000011;
            code_mem[16] = 16'b1011111100000000;
            code_mem[17] = 16'b0001100011001001;
            code_mem[18] = 16'b0001111001000000;
            code_mem[19] = 16'b1110011111111000;
            code_mem[20] = 16'b1011111100000000;
            code_mem[21] = 16'b1011111100000000;
	end
end
assign instruction = code_mem[address];
endmodule
--- /design/flow/run.sh ---
#!/bin/bash
# OpenROAD 26Q1-2900-gdf79404cd8, Yosys 0.63+post, stock flow scripts
make -C /OpenROAD-flow-scripts/flow DESIGN_CONFIG=/design/flow/config.mk WORK_HOME=/design/flow/orfs finish
==> reports/metrics.cfg <==
[worst_setup_path]
crit_start=address[1]
start_kind=input pin
crit_fanout=24
worstPathRequired_ns=3.44
crit_type=input pin to output pin
cp.arrival_ns=3.25
worstSetupEndpointType=output pin

[final_timing]
hold_viol_final=0
setup-violations-final=0
untimed_endpoints=8
drv_slew=0
hold_ws_ns=3.078
fin_ws_ns=0.1921
period_needed_ns=4.108
worst_pin_slew_ns=0.5389
tns_ns=0
rsz0062_at_grt=false
max_freq_mhz=243.4
unclocked_regs=8
finalCritPeriodShare=0.9553
slew_headroom=0.6350

[placed_design]
preCtsSetupSlack_ns=0.1048
dp_hpwl_um=4893
gp_congestion=0.9935
placed_cells=356
numPortBuffers=25
post_dp_cell_area_um2=2096

[floorplanning]
core_area_um2=5270
initCoreUtil=0.3212
ios=35
dieWidth_um=77.12
die_area_um2=5947
num_rows=26
fp.dieH_um=77.12

[cells_and_area]
largest_reg_flops=8
final_cell_mix=nand2_1, clkdlybuf4s50_1, buf_4
layout_top_cell=nand2_1
final_util=0.3993
layout-drive-gt1-share=0.1119
fin_area_um2=2105
layout-area-overhead-vs-synth_pct=24.32
fill_cells=552
final_cells=356

[power]
p_leak_nw=0.7825
irDropWorstVdd_mv=0.04799
power.total_mw=0.1660
pwr_density_cell_nw_per_um2=78.88

[route]
num_vias=2235
drc_errors=0
wl_per_cell_um=18.84
routed_wl_um=6708
diodes=0
drtPass1Iterations=5
postRouteAntennaNets=0
drt_iter0_markers=362
via_per_inst=6.278

[synth]
syn_avg_cell_area_um2=6.340
ys_warn_count=1602
synthFlopType=dlxtn_1
yosys_cells=267
yosysUniqueCellTypes=61
numSynthFlops=8
postSynthCellCount=267
edf_count=0
netlist_area_um2=1693
yosys-stat-area_um2=1693
synthArstFlopShare=0

[global_routing]
grt_pass1_wl_um=10980
grt_pass1_vias=2044
grt_overflow=0
grt_max_degree=38
track_usage=0.2328
antenna_found_initial=0

[clock_network]
hold_buffers=0

[hold_path]
hp-class=input pin to output pin
min_from=address[4]

[job]
warnings=45
cap_viol_max_count=0

[run_status]
outcome=complete, no violations

worst paths after layout:
kind	end	slack, ns	cells past startpoint
hold / removal	instruction[6]	3.08	6
setup / recovery	instruction[7]	0.19	8
worst max-delay path, cell delays in order:
cell and delay, ns:
clkdlybuf4s50_1 0.47, buf_4 0.25, nand2_1 0.28, nor4_1 0.10, a311oi_2 0.28, o31ai_1 0.16
or3_1 0.40, clkdlybuf4s50_1 0.42
kinds of logic (layout without fill, tap and decap cells):
kind of cell,after synthesis,in the layout,synth area share
and+or+nand+nor,124,124,0.3969
AOI/OAI and AO/OA,82,82,0.3452
buffers and inverters,42,61,0.1168
latches,8,8,0.07095
muxes,5,5,0.03030
adders and majority gates,4,4,0.02957
xor gates and xnor gates,2,2,0.01035
cells in the mapped netlist, drive strengths merged (2+ instances only):
cell type | n | share of area
a32oi | 5 | 0.026
a21oi | 10 | 0.032
a31oi | 7 | 0.026
a2111oi | 2 | 0.010
mux2i | 4 | 0.024
dlxtn | 8 | 0.071
or4 | 2 | 0.011
o32ai | 4 | 0.021
or2 | 2 | 0.0074
nand3b | 7 | 0.031
a22oi | 6 | 0.027
buf | 20 | 0.068
inv | 12 | 0.027
or3b | 2 | 0.010
o2111ai | 3 | 0.016
clkbuf | 10 | 0.022
nand4 | 5 | 0.018
a211o | 2 | 0.010
a311oi | 3 | 0.016
nor3 | 11 | 0.035
nor4 | 4 | 0.015
o211ai | 4 | 0.018
o21ai | 15 | 0.044
xnor2 | 2 | 0.010
nand3 | 11 | 0.033
and3 | 4 | 0.015
nor2 | 19 | 0.042
nand2 | 28 | 0.064
nor2b | 10 | 0.037
ha | 4 | 0.030
o22ai | 5 | 0.018
o31ai | 4 | 0.018
or3 | 7 | 0.026
nand2b | 7 | 0.026
final cells by class:
| cell class | instances | area [µm²] | share of cell area |
|---|---|---|---|
| multi-input combinational | 217 | 1384 | 0.6576 |
| tap | 70 | 87.58 | 0.04162 |
| sequential | 8 | 120.1 | 0.05707 |
| timing repair buffer | 49 | 467.9 | 0.2224 |
| inverter | 12 | 45.04 | 0.02140 |
routing by layer:
layer,vias up,share of wire,global-route usage
li1,1042,-,-
met1,1006,0.44,0.3452
met2,163,0.42,0.3381
met3,24,0.11,0.03386
met4,0,0.029,0.08679
met5,-,0,0
timing repair:
action	4_1_cts	5_1_grt
setup buffers	0	0
endpoints found under the setup margin	0	3
resized	0	2
power by group:
part | internal [mW] | switching, mW
clock network | 0 | 0
registers | 0.00619 | 0.00661
logic | 0.0689 | 0.0843
Power is estimated from default activity; no workload was simulated.
