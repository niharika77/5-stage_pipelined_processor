## design.v

```verilog
module adder (a,b,c,sum,cout);
    input a;
    input b;
    input c;
  	output sum;
  	output cout;
	wire w1, w2, w3;
	xor x1(w1,a,b);
	xor x2(sum,w1,c);
	and a1(w2,a,b);
	and a2(w3,w1,c);
	or o1(cout,w2,w3);
endmodule
module adder_16bit (a,b,cin,s);		 
input [15:0]a;
input [15:0]b;
input cin;
output [15:0]s;
wire carry;
wire [14:0]c;
adder z0(.a(a[0]),.b(b[0]),.c(cin),.sum(s[0]),.cout(c[0]));
adder z1(.a(a[1]),.b(b[1]),.c(c[0]),.sum(s[1]),.cout(c[1]));
adder z2(.a(a[2]),.b(b[2]),.c(c[1]),.sum(s[2]),.cout(c[2]));
adder z3(.a(a[3]),.b(b[3]),.c(c[2]),.sum(s[3]),.cout(c[3]));
adder z4(.a(a[4]),.b(b[4]),.c(c[3]),.sum(s[4]),.cout(c[4]));
adder z5(.a(a[5]),.b(b[5]),.c(c[4]),.sum(s[5]),.cout(c[5]));
adder z6(.a(a[6]),.b(b[6]),.c(c[5]),.sum(s[6]),.cout(c[6]));
adder z7(.a(a[7]),.b(b[7]),.c(c[6]),.sum(s[7]),.cout(c[7]));
adder z8(.a(a[8]),.b(b[8]),.c(c[7]),.sum(s[8]),.cout(c[8]));
adder z9(.a(a[9]),.b(b[9]),.c(c[8]),.sum(s[9]),.cout(c[9]));
adder z10(.a(a[10]),.b(b[10]),.c(c[9]),.sum(s[10]),.cout(c[10]));
adder z11(.a(a[11]),.b(b[11]),.c(c[10]),.sum(s[11]),.cout(c[11]));
adder z12(.a(a[12]),.b(b[12]),.c(c[11]),.sum(s[12]),.cout(c[12]));
adder z13(.a(a[13]),.b(b[13]),.c(c[12]),.sum(s[13]),.cout(c[13]));
adder z14(.a(a[14]),.b(b[14]),.c(c[13]),.sum(s[14]),.cout(c[14]));
adder z15(.a(a[15]),.b(b[15]),.c(c[14]),.sum(s[15]),.cout(carry));
endmodule
module d_flip_flop #(parameter width = 1)(
                  input [width-1:0] write_i,      
                  input clk_i,
                  input reset_i,
                  output reg [width-1:0] read_o
                  );
         always@(posedge clk_i)   
          begin 
            if(reset_i)
             begin
              read_o <= 'b0;
             end
            else 
             begin
                read_o <= write_i;
               end
          end
endmodule
module instr_fetch(
                   input clk,
                   input reset,
                   input [15:0] npc,
                   input [7:0] cond_address,     
                   input [10:0] uncond_address,   
                   input [5:0] link_address,     
                   input [15:0] register_data_2,
                   input [1:0] branch_type,
                   input BrTaken,
                   input reg_branch,
                   output [15:0] link_pc,
                   output [15:0] pc
                   );
wire[15:0] npc_if_id;    
wire [15:0] extended_cond_address;
wire [15:0] extended_uncond_address;
wire [15:0] extended_link_address;
wire [15:0] branch_address;
wire [15:0] npc1, npc2;
wire [15:0] npc_temp;
wire [15:0] npc_temp_id_ex;
wire carry1, carry2;  
d_flip_flop #(.width(16)) dff3(
                              .write_i(npc),      
                              .clk_i(clk),
                              .reset_i(reset),
                              .read_o(npc_if_id)
                              );
mux4x1 #(.width(16)) mux4x1_1
                            (
                             .in1({{8{cond_address[7]}},cond_address}),
                             .in2({{5{uncond_address[10]}},uncond_address}),
                             .in3({{10{link_address[5]}},link_address}),
                             .in4(register_data_2),
                             .sel(branch_type),
                             .out(branch_address)
                              );
adder_16bit add1(       
                 .a(branch_address),
                 .b(npc_if_id),   
                 .cin(1'b0),
                 .s(npc_temp)
                 ); 
 mux2x1 #(.width(16)) mux2x1_5
                              (
                                .in1(npc_temp),   
                                .in2(register_data_2),
                                .sel(reg_branch),
                                .out(npc1)
                               );            
adder_16bit add2(
                .a(16'h0001),    
                .b(npc),
                .cin(1'b0),
                .s(npc2)
                ); 
assign link_pc = npc2;                   
wire final_branch_sel;
mux2x1 #(.width(1)) mux2x1_2
             (
               .in1(BrTaken),
               .in2(1'b0),
               .sel(reset),
               .out(final_branch_sel)
              );            
mux2x1 #(.width(16)) mux2x1_1
                            (
                             .in1(npc2),       
                             .in2(npc1),    
                             .sel(final_branch_sel),                     
                             .out(pc)          
                             );
endmodule
module mux2x1 #(parameter width = 16)(
              input [width-1:0] in1,       
              input [width-1:0] in2,    
              input sel,                     
              output reg [width-1:0] out          
              );
  always @(*)
   begin
    if(sel == 1'b1)
     out = in2;
    else
     out = in1;
   end         
endmodule
module mux4x1 #(parameter width = 16)
            (
             input [width-1:0] in1,
             input [width-1:0] in2,
             input [width-1:0] in3,
             input [width-1:0] in4,
             input [1:0] sel,
             output reg [width-1:0] out
              );
 always @(*)
  begin
   if (sel == 2'b00)
    out = in1;
   else if (sel == 2'b01)
    out = in2;
   else if (sel == 2'b10)
    out = in3;
   else
    out = in4;
  end             
endmodule
module pc_manager(
                  input clk,
                  input reset,
                  input [7:0] cond_address,
                  input [10:0] uncond_address,  
                  input [5:0] link_address,
                  input [15:0] register_data_2,
                  input [1:0] branch_type,  
                  input BrTaken,
                  input reg_branch,
                  output [15:0] link_pc,
                  output [15:0] pc_out
                  );
   wire [15:0] pc, npc;
   assign pc_out = npc;
   pc_update p1(
                .in(pc),   
                .clk(clk),
                .reset(reset),
                .out(npc)   
                 );
   instr_fetch f1(
                  .clk(clk),
                  .reset(reset),
                  .npc(npc),
                  .cond_address(cond_address),
                  .uncond_address(uncond_address),
                  .link_address(link_address),
                  .register_data_2(register_data_2),
                  .branch_type(branch_type), 
                  .BrTaken(BrTaken),
                  .reg_branch(reg_branch),
                  .link_pc(link_pc),
                  .pc(pc)
                  );              
endmodule
module pc_update(
                  input [15:0] in,   
                  input clk,
                  input reset,
                  output reg [15:0] out   
                 );
     always @(posedge clk)
      begin
       if(reset==1'b1)
        begin
         out <= 16'b0;
        end
        else
         begin
          out <= in;
         end
      end      
endmodule
```

## run.sh

```bash
#!/bin/bash
# OpenROAD 26Q1-2900-gdf79404cd8, Yosys 0.63+post, stock flow scripts
make -C /OpenROAD-flow-scripts/flow DESIGN_CONFIG=/design/flow/config.mk WORK_HOME=/design/flow/orfs finish
```

## config.mk

```make
export PLATFORM = sky130hd
export DESIGN_NAME = pc_manager
export DESIGN_NICKNAME = pc_manager
export VERILOG_FILES = /design/flow/design.v
export SDC_FILE = /design/flow/constraint.sdc
export NUM_CORES = 4
export LEC_CHECK = 1
export CORE_UTILIZATION = 30
```

## constraint.sdc

```tcl
current_design pc_manager

set clk_period 16.7
set clk_io_pct 0.2

create_clock -name clk0 -period $clk_period [get_ports {clk}]

set non_clock_inputs [all_inputs -no_clocks]
set_input_delay [expr $clk_period * $clk_io_pct] -clock clk0 $non_clock_inputs
set_output_delay [expr $clk_period * $clk_io_pct] -clock clk0 [all_outputs]
```

==> out/summary.json <==
{
  "global_routing": {
    "grt.overflow.total": 0,
    "antenna_violations_before_repair": 0,
    "via_count_of_the_first_global_routing_pass": 1757,
    "grt_usage_pct": 13.5,
    "pin_count_of_the_biggest_net_entering_global_routing": 34,
    "grt_pass1_wl_um": 8570
  },
  "hold_path": {
    "worstHoldPathType": "reg -> reg",
    "hp-start": "p1.out[13]$_SDFF_PP0_"
  },
  "pwr": {
    "leak_pwr_uw": 0.00121,
    "pwr_cell_area_nw_per_um2": 66.9,
    "vdd_ir_drop_max_mv": 0.0256
  },
  "sta": {
    "rsz0062_at_grt": "false",
    "slew-limit-headroom_pct": 57.8,
    "finalHoldViolCount": 0,
    "worst_clock_skew_ns": 0.00391,
    "tns_ns": 0,
    "worst_hold_slack_ns": 0.484,
    "worstMarginPinSlew_ns": 0.631,
    "maxSlewViolCount": 0,
    "final-setup-viol-count": 0,
    "clock.fmax_mhz": 93.0,
    "post-route-min-period_ns": 10.75,
    "final.period_utilization_pct": 64.4
  },
  "clock_tree": {
    "clk_root_buffer_cell": "sky130_fd_sc_hd__clkbuf_8",
    "cts_tree": "built",
    "cts.repair.resized": 0,
    "cts_inserted_buffers": 5,
    "htreeDepth": 2,
    "clock_sink_count": 32,
    "clock_latency_ns": 0.28,
    "post_cts_setup_buffers": 0,
    "clk_pin_slew_worst_paths_ns": 0.06,
    "clockBufferDepth": 2,
    "cts_hold_repair.buffers": 0
  },
  "routing": {
    "drt-initial-drc-count": 36,
    "drcViolationCount": 0,
    "routed_wire_length_per_instance_um": 13.3,
    "vias": 1716,
    "drt-vias-per-instance": 4.40,
    "totalWireLength_um": 5190,
    "drt-pass1-iter-count": 4,
    "final_antenna_net_count": 0,
    "route.antenna.diode_count": 0
  },
  "floorplanning": {
    "std_cell_rows": 32,
    "placeableCoreArea_sq_um": 7690,
    "die_area_sq_um": 8240,
    "io_count": 79,
    "floorplan_utilization_pct": 30.8,
    "fp.dieH_um": 90.8,
    "die_width_um": 90.8
  },
  "setup_path": {
    "setup.worst_path.start_class": "primary input",
    "timing.critical_path.arrival_ns": 10.94,
    "critical_path_required_ns": 16.89,
    "timing.critical_path.fanout_max": 18,
    "crit_type": "in -> reg",
    "critical_path_end_type": "flip-flop",
    "worst_r2r_startpoint": "f1.dff3.read_o[0]$_SDFF_PP0_",
    "timing.critical_path.from": "branch_type[0]"
  },
  "yosys": {
    "synth_stat.cells": 243,
    "ys_seq_share_pct": 27.1,
    "yosys_area_sq_um": 2360,
    "synth.top_cell.area_share_pct": 27.1,
    "synth_top_cell_by_area": "sky130_fd_sc_hd__dfxtp_1",
    "synth_cell_types": 24,
    "synth_flops": 32,
    "ys.warnings.count": 5,
    "synth.cell_area_sq_um": 2360,
    "topCellsByArea": "sky130_fd_sc_hd__dfxtp_1 27%, sky130_fd_sc_hd__fa_1 12%, sky130_fd_sc_hd__buf_4 10%",
    "postSynthCellCount": 243,
    "syn-mean-instance-area_sq_um": 9.73
  },
  "run_status": {
    "run_status": "finished clean"
  },
  "placed_design": {
    "dp.final_hpwl_um": 4040,
    "port-buffer-count": 78,
    "post_dp_cell_area_sq_um": 3000,
    "gp_congestion": 0.780
  },
  "layout": {
    "flow.area_growth_from_synthesis_pct": 30.7,
    "post_route_cells_drive_above_1_share_pct": 5.56,
    "post_layout_inst_area_sq_um": 3090,
    "fillCellCount": 769
  },
  "job": {
    "openroad.warnings": 25,
    "max-cap-violations": 0
  }
}
==> cells in the mapped netlist, drive strengths merged <==
| master | count |
|---|---|
| a211oi | 3 |
| a21oi | 20 |
| a311oi | 1 |
| buf | 37 |
| clkbuf | 8 |
| dfxtp | 32 |
| fa | 14 |
| ha | 15 |
| inv | 26 |
| mux2 | 1 |
| mux2i | 1 |
| mux4 | 11 |
| nand2 | 10 |
| nand2b | 23 |
| nand3b | 1 |
| nor2 | 10 |
| nor2b | 15 |
| o211ai | 11 |
| o21ai | 1 |
| xnor2 | 2 |
| xor2 | 1 |
==> stage by stage <==
stage | setup WS [ns] | util, % | total power (uW) | std cells
final | 5.95 | 40.2 | 207 | 390
after global routing | 5.61 | 40.2 | 221 | 390
after CTS | 5.87 | 40.2 | 211 | 390
after global placement | 5.64 | 39.0 | 148 | 382
after floorplan | 6.21 | - | 125 | 243
after detailed placement | 5.58 | 39.0 | 149 | 382
==> report_power, final <==
part	switching, uW	total (uW)	internal [uW]
Clock	27.1	60.7	33.6
Combinational	22.9	61.1	38.2
Sequential	3.14	85.0	81.8
==> flip-flops by register name, summed over array words and instances (netlist names) <==
signal	flops
f1.dff3.read_o	16
p1.out	16
==> critical path: stages <==
cell and delay [ns]:
sky130_fd_sc_hd__clkdlybuf4s50_1 0.46, sky130_fd_sc_hd__buf_4 0.25, sky130_fd_sc_hd__mux4_1 0.28, sky130_fd_sc_hd__ha_1 0.14, sky130_fd_sc_hd__inv_1 0.05, sky130_fd_sc_hd__fa_1 0.41
sky130_fd_sc_hd__fa_1 0.43, sky130_fd_sc_hd__fa_1 0.43, sky130_fd_sc_hd__fa_1 0.42, sky130_fd_sc_hd__fa_1 0.42, sky130_fd_sc_hd__fa_1 0.42, sky130_fd_sc_hd__fa_1 0.43
sky130_fd_sc_hd__fa_1 0.43, sky130_fd_sc_hd__fa_1 0.43, sky130_fd_sc_hd__fa_1 0.43, sky130_fd_sc_hd__fa_1 0.42, sky130_fd_sc_hd__fa_1 0.43, sky130_fd_sc_hd__fa_1 0.42
sky130_fd_sc_hd__fa_1 0.41, sky130_fd_sc_hd__xnor2_1 0.14, sky130_fd_sc_hd__xnor2_1 0.12, sky130_fd_sc_hd__a311oi_1 0.24
==> cell type report <==
type	instances	area (sq um)	share of cell area, %
well taps	102	128	4.13
inverters	26	97.6	3.16
repair buffers	82	811	26.2
multi-input cells	140	1330	42.9
clock buffers	8	90.1	2.91
flip-flops and latches	32	641	20.7
==> path summary, 6_finish.rpt <==
check / endpoint / slack, ns / cells after the start
max: p1.out[15]$_SDFF_PP0_ / 5.95 / 22
min: f1.dff3.read_o[13]$_SDFF_PP0_ / 0.48 / 1
max reg2reg: p1.out[15]$_SDFF_PP0_ / 9.69 / 19
min reg2reg: f1.dff3.read_o[13]$_SDFF_PP0_ / 0.48 / 1
==> routing by layer <==
metal,global-route usage (%),vias up,part of all wire (%),wire length (um)
li1,-,868,-,-
met1,19.4,789,45,2350
met2,21.7,53,46,2410
met3,3.86,6,7.1,369
met4,1.19,0,1.1,56
met5,0,-,0,0
==> placed cells by master, fill, tap and decap left out, drive strengths merged <==
master / count
a211oi: 3
a21oi: 20
a311oi: 1
buf: 4
clkbuf: 8
clkdlybuf4s50: 78
dfxtp: 32
fa: 14
ha: 15
inv: 26
mux2: 1
mux2i: 1
mux4: 11
nand2: 10
nand2b: 23
nand3b: 1
nor2: 10
nor2b: 15
o211ai: 11
o21ai: 1
xnor2: 2
xor2: 1
==> kinds of logic after synthesis <==
family	share of synthesized area [%]
flops	27.1
mux	12.3
buf+inv	16.9
compound gates	9.26
fa+ha+maj	19.8
simple gates	13.5
xor+xnor	1.11
Power figures rest on the tool's default switching activity, not on a simulated workload.
